<file path="./constraint.sdc">
current_design spi_controller

set clk_period 1.9
set clk_io_pct 0.2

create_clock -name clk0 -period $clk_period [get_ports {i_clk}]

set non_clock_inputs [all_inputs -no_clocks]
set_input_delay [expr $clk_period * $clk_io_pct] -clock clk0 $non_clock_inputs
set_output_delay [expr $clk_period * $clk_io_pct] -clock clk0 [all_outputs]
</file>
<file path="./run.sh">
#!/bin/bash
# OpenROAD 26Q1-2900-gdf79404cd8, Yosys 0.63+post, stock flow scripts
make -C /OpenROAD-flow-scripts/flow DESIGN_CONFIG=/design/flow/config.mk WORK_HOME=/design/flow/orfs finish
</file>
<file path="./config.mk">
export PLATFORM = sky130hd
export DESIGN_NAME = spi_controller
export DESIGN_NICKNAME = spi_controller
export VERILOG_FILES = /design/flow/design.v
export SDC_FILE = /design/flow/constraint.sdc
export NUM_CORES = 4
export LEC_CHECK = 1
export CORE_UTILIZATION = 30
</file>
<file path="./design.v">
module spi_controller
#(
	parameter SPI_MODE = 0,
	parameter DATA_BW = 8,
	parameter CLK_PER_HALF_BIT = 2
)
(
	input i_clk,
	input i_rstn,
	input i_tx_en,
	input [DATA_BW-1:0] i_tx_data,
	output o_tx_ready,
	output o_rx_ack,
	output [DATA_BW-1:0] o_rx_data,
	output spi_sclk,
	input spi_miso,
	output spi_mosi,
	output spi_cs
);
localparam CNT_BW = $clog2(DATA_BW);
localparam S_IDLE = 0;
localparam S_START = 1;
localparam S_SHIFT = 2;
localparam S_END = 3;
reg [3:0] state;
wire clk, rstn;
wire tx_en, tx_ready;
wire [DATA_BW-1:0] tx_data;
reg rx_ack;
reg cs;
wire CPOL, CPHA;
reg [$clog2(CLK_PER_HALF_BIT*2)-1:0] spi_clk_cnt;
reg spi_clk;
reg spi_clk_leading_edge;
reg spi_clk_trailing_edge;
reg [4:0] spi_clk_edge_cnt;
reg spi_clk_en;
reg spi_clk_cnt_reset;
reg o_spi_clk;
reg shift, load;
reg [CNT_BW-1:0] sft_cnt;
reg [DATA_BW:0] data_sft_reg;
reg [DATA_BW-1:0] data_mem;
assign clk = i_clk;
assign rstn = i_rstn;
assign tx_en = i_tx_en;
assign tx_data = i_tx_data;
assign o_tx_ready = tx_ready;
assign o_rx_data = data_mem;
assign o_rx_ack = rx_ack;
assign spi_sclk = o_spi_clk;
assign spi_mosi = data_sft_reg[DATA_BW];
assign spi_cs = cs;
assign CPOL = (SPI_MODE == 2) || (SPI_MODE == 3);
assign CPHA = (SPI_MODE == 1) || (SPI_MODE == 3);
assign tx_ready = (state[S_IDLE]) ? 1'b1 : 1'b0;
always @(posedge clk or negedge rstn) begin
	if (~rstn) begin
		spi_clk_cnt <= 0;
		spi_clk <= CPOL;
		spi_clk_leading_edge <= 1'b0;
		spi_clk_trailing_edge <= 1'b0;
	end
	else begin
		spi_clk_leading_edge <= 1'b0;
		spi_clk_trailing_edge <= 1'b0;
		if (spi_clk_cnt_reset) begin
			spi_clk_edge_cnt <= 16;
			spi_clk_cnt <= 0;
		end
		else if (spi_clk_en) begin
			if (spi_clk_cnt == CLK_PER_HALF_BIT*2-1) begin
				spi_clk_edge_cnt <= spi_clk_edge_cnt - 1'b1;
				spi_clk_trailing_edge <= 1'b1;
				spi_clk_cnt <= 0;
				spi_clk <= ~spi_clk;
			end
			else if (spi_clk_cnt == CLK_PER_HALF_BIT-1) begin
				spi_clk_edge_cnt <= spi_clk_edge_cnt - 1'b1;
				spi_clk_leading_edge <= 1'b1;
				spi_clk_cnt <= spi_clk_cnt + 1'b1;
				spi_clk <= ~spi_clk;
			end
			else begin
				spi_clk_cnt <= spi_clk_cnt + 1'b1;
			end
		end
		else begin
			spi_clk <= CPOL;
		end
	end
end
always @(posedge clk or negedge rstn) begin
	if (~rstn) begin
		state <= 4'b0;
		state[S_IDLE] <= 1'b1;
		cs <= 1'b1;
		load <= 1'b0;
		shift <= 1'b0;
		spi_clk_cnt_reset <= 1'b0;
		spi_clk_en <= 1'b0;
	end
	else begin
		state <= 4'b0;
		case(1'b1)
			state[S_IDLE]: begin
				if (tx_en) begin
					state[S_START] <= 1'b1;
					spi_clk_cnt_reset <= 1'b1;
					load <= 1'b1;
					cs <= 1'b0;
				end
				else begin
					state[S_IDLE] <= 1'b1;
					cs <= 1'b1;
				end
			end
			state[S_START]: begin
				state[S_SHIFT] <= 1'b1;
				load <= 1'b0;
				shift <= 1'b1;
				spi_clk_en <= 1'b1;
				spi_clk_cnt_reset <= 1'b0;
			end
			state[S_SHIFT]: begin
				if (spi_clk_edge_cnt == 0) begin
					state[S_END] <= 1'b1;
					shift <= 1'b0;
					spi_clk_en <= 1'b0;
				end
				else begin
					state[S_SHIFT] <= 1'b1;
				end
			end
			state[S_END]: begin
				cs <= 1'b1;
				state[S_IDLE] <= 1'b1;
			end
			default: begin
				state <= 4'b0;
				state[S_IDLE] <= 1'b1;
				cs <= 1'b1;
				load <= 1'b0;
				shift <= 1'b0;
				spi_clk_cnt_reset <= 1'b0;
				spi_clk_en <= 1'b0;
			end
		endcase
	end
end
always @(posedge clk or negedge rstn) begin
	if (~rstn) begin
		data_sft_reg <= {(DATA_BW+1){1'b0}};
	end
	else if (load) begin
		if (~CPHA) begin
			data_sft_reg[1+:DATA_BW] <= tx_data;
		end
		else begin
			data_sft_reg[0+:DATA_BW] <= tx_data;
		end
	end
	else if (shift) begin
		if ((spi_clk_leading_edge & CPHA) | (spi_clk_trailing_edge & ~CPHA)) begin
			data_sft_reg <= {data_sft_reg[0+:DATA_BW], 1'b0};
		end
	end
end
always @(posedge clk or negedge rstn) begin
	if (~rstn) begin
		data_mem <= {DATA_BW{1'b0}};
		sft_cnt <= {CNT_BW{1'b0}};
		rx_ack <= 1'b0;
	end
	else if (load) begin
		sft_cnt <= DATA_BW-1;
	end
	else if (shift) begin
		if ((spi_clk_leading_edge & ~CPHA) | (spi_clk_trailing_edge & CPHA)) begin
			data_mem <= {data_mem[0+:(DATA_BW-1)], spi_miso};
			sft_cnt <= sft_cnt - 1'b1;
			if (sft_cnt == 0) begin
				rx_ack <= 1'b1;
			end
			else begin
				rx_ack <= 1'b0;
			end
		end
		else begin
			rx_ack <= 1'b0;
		end
	end
	else begin
		rx_ack <= 1'b0;
	end
end
always @(posedge clk or negedge rstn) begin
	if (~rstn) begin
		o_spi_clk <= 1'b0;
	end
	else begin
		o_spi_clk <= spi_clk;
	end
end
endmodule
</file>
==> ci_impl_report.md <==
## PnR job results

| Metric | Value |
|---|---|
| First-pass GRT wire length | `5160 um` |
| Final number of hold-violating endpoints | `0` |
| Worst path buffer plus inverter count | `1` |
| Leak Pwr | `0.936 nW` |
| Post-Syn Instances | `142` |
| Final Max Tran Viols | `0` |
| Final Setup Violations | `0` |
| Root Buffer Master | `clkbuf_8` |
| Cell area after synthesis | `1640 um^2` |
| Layout Skew | `0.00411 ns` |
| Minimum clock period | `1.75 ns` |
| Final Worst Setup Slack | `0.145 ns` |
| Total GRT Usage | `0.112` |
| WHS Path Cells | `0` |
| Max Buffers Root-to-Sink | `2` |
| Fraction of layout cells with a size suffix above 1 | `0.135` |
| Worst path slowest cell | `dfstp_2` |
| Drt total wl | `2820 um` |
| Vias in the first global route | `1,194` |
| Post-CTS Setup Repair Bufs | `0` |
| Yosys stat cell total | `142` |
| Clock sinks | `38` |
| Crit path max fanout | `10` |
| Worst slack, placed | `0.371 ns` |
| Biggest area cells | `dfrtp_1, edfxtp_1, mux2_2, mux2i_1, ha_1` |
| Finished Layout Cells | `241` |
| Max incr delay on CP | `0.62 ns` |
| Slew headroom | `0.728` |
| Cell variety after synth | `33` |
| Utilization after layout | `0.396` |
| Yosys stat area | `1640 um^2` |
| Post-route clock period utilization | `0.924` |
| Mapped Avg Cell Area | `11.6 um^2` |
| Fmax | `0.570 GHz` |
| Pin count of the biggest net entering global routing | `34` |
| CTS Buf Count | `5` |
| CP startpoint | `state[0]$_DFF_PN1_` |
| # DRC | `0` |
| Iter 0 DRT Violations | `52` |
| Synth Seq Share | `0.596` |
| Worst r2r path cells | `5` |
| Pwr/cell area | `1240 nW/um^2` |
| Hold Path Class | `flop to flop` |
| Setup CP Type | `flop to output pin` |
| Worst skew pair latency | `0.28 ns` |
| # IOs | `25` |
| DRT Pass-1 Iters | `4` |
| Routed Antenna Nets | `0` |
| Die area | `5780 um^2` |
| Via count | `1,107` |
| Crit end category | `output pin` |
| Input/output buffers | `24` |
| Core area | `5200 um^2` |
| Peak supply drop | `0.495 mV` |
| Worst-path cell chain | `clkdlybuf4s50_1` |
| Vias/cell | `4.59` |
| RSZ-0062 raised after global routing | `no` |
| Clk slew on worst S/H paths | `0.06 ns` |
| Die height | `76 um` |
| Crit path DAT | `1.37 ns` |
| DP HPWL | `1850 um` |
| Worst EP required | `1.52 ns` |
| CTS resizes | `0` |
| Worst slew pin tran | `0.408 ns` |
| Die width | `76 um` |
| Hold_sp | `spi_clk$_DFFE_PN0P_` |
| Commonest cells after routing, fill and taps aside | `dfrtp_1, clkdlybuf4s50_1, nand2_1` |
| Rows | `26` |
| Layout area overhead | `25.4%` |
| Ant diodes | `0` |
| Crit path launch type | `flop` |
| Antenna violations before repair | `0` |
| OpenROAD warnings | `27` |
| Routed len/inst | `11.7 um` |
| Top-area cell share | `0.472` |
| Yosys reg bits | `38` |
| Max_cap viols | `0` |
| # H-tree levels | `2` |
| Reg2Reg Launch Point | `spi_clk_edge_cnt[0]$_SDFFCE_PP0P_` |
| Yosys top cell by area | `dfrtp_1` |
| Critical path's top delay family | `flip-flops` |
| FILL cells | `484` |
| Setup TNS | `0 ns` |
| Stages on worst setup path | `1` |
| Placed cells | `234` |
| CTS tree | `yes` |
| Cts hold-fix bufs | `0` |
| Final GP Congestion | `0.748` |
| Outcome | `finished, final reports clean` |
| Gr ovfl total | `0` |
| Top cell excl fill/tap | `dfrtp_1` |
| Yosys warning total | `1` |
| Starting Density | `0.316` |
-- cell families after synthesis --
kind of cell	share of synthesized area
AND/OR/NAND/NOR	0.136
buffers and inverters	0.0305
flip-flops	0.596
XOR/XNOR	0.0160
multiplexers	0.0975
adder cells (fa/ha/maj)	0.0381
AND-OR/OR-AND	0.0861
-- synthesized netlist by cell type --
| library cell | n |
|---|---|
| nor2b_1 | 1 |
| mux2_2 | 8 |
| ha_1 | 5 |
| xor2_1 | 1 |
| o21ai_0 | 11 |
| xnor2_1 | 2 |
| dfrtp_1 | 31 |
| or4b_4 | 1 |
| o21a_1 | 1 |
| nand3b_1 | 1 |
| or2b_1 | 1 |
| nor3_1 | 1 |
| dfstp_2 | 2 |
| or2_2 | 1 |
| nor3b_1 | 1 |
| nand2_1 | 14 |
| a211oi_1 | 2 |
| and2_1 | 3 |
| buf_2 | 1 |
| nand2_2 | 1 |
| edfxtp_1 | 5 |
| mux2i_1 | 7 |
| nand3_1 | 2 |
| nor4_1 | 1 |
| a211o_1 | 1 |
| clkbuf_1 | 4 |
| nand2b_1 | 5 |
| o31ai_1 | 1 |
| o211ai_1 | 2 |
| nor2_1 | 12 |
| inv_1 | 8 |
| o211ai_2 | 1 |
| a21oi_1 | 4 |
-- power by group --
part / internal, mW / switching (mW)
sequential: 1.10 / 0.168
clock: 0.287 / 0.249
combinational: 0.382 / 0.356
-- final timing paths --
| check | to | slack, ns |
|---|---|---|
| setup / recovery | o_tx_ready | 0.15 |
| hold / removal | o_spi_clk$_DFF_PN0_ | 0.44 |
| setup reg to reg | spi_clk_en$_DFFE_PN0P_ | 0.35 |
| hold reg to reg | o_spi_clk$_DFF_PN0_ | 0.44 |
| max in group asynchronous | state[0]$_DFF_PN1_ | 1.05 |
| min in group asynchronous | state[2]$_DFF_PN0_ | 0.52 |
-- layout make-up --
type,instances,area (um^2),area share
clock buffers,7,86.3,0.0419
inverters,8,30.0,0.0146
multi-input cells,91,614,0.298
flip-flops and latches,38,978,0.475
well taps,70,87.6,0.0425
repair buffers,27,263,0.128
-- through the flow --
| stage | cell area (um^2) | hold slack [ns] | power, mW |
|---|---|---|---|
| after floorplan | 1640 | 0.0844 | 1.72 |
| after global placement | 1970 | 0.409 | 1.99 |
| after detailed placement | 1970 | 0.415 | 2.03 |
| after CTS | 2060 | 0.437 | 2.58 |
| after global routing | 2060 | 0.455 | 2.75 |
| final | 2060 | 0.436 | 2.55 |
-- per-layer routing --
metal | GRT usage | up-vias | share of wire
met2 | 0.167 | 37 | 0.43
met1 | 0.165 | 524 | 0.49
met3 | 0.0474 | 4 | 0.068
li1 | - | 542 | -
met5 | 0 | - | 0
met4 | 0.00962 | 0 | 0.0089
Power and IR drop assume default switching activity.
